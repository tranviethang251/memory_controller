==> flow/design.v <==
module rgb2gray
(
    input        clk, rstb,
    input        i_hav, i_vav,
    input  [7:0] i_r, i_g, i_b,
    output       o_hav, o_vav,
    output [7:0] o_y
);
reg       hav, vav;
reg [7:0] r, g, b;
always @(posedge clk or negedge rstb) begin
   if (~rstb) begin
      hav <= 0;
      vav <= 0;
      r   <= 0;
      g   <= 0;
      b   <= 0;
   end
   else begin
      hav <= i_hav;
      vav <= i_vav;
      r   <= (i_hav&i_vav) ? i_r : 0;
      g   <= (i_hav&i_vav) ? i_g : 0;
      b   <= (i_hav&i_vav) ? i_b : 0;
   end
end
reg [15:0] y_r, y_g, y_b;
reg        hav_t1, vav_t1;
always @(posedge clk or negedge rstb) begin
   if (~rstb) begin
      y_r    <= 0;
      y_g    <= 0;
      y_b    <= 0;
      hav_t1 <= 0;
      vav_t1 <= 0;
   end
   else begin
      y_r    <= r * 8'd77;
      y_g    <= g * 8'd150;
      y_b    <= b * 8'd29;
      hav_t1 <= hav;
      vav_t1 <= vav;
   end
end
reg [15:0] y;
reg        hav_t2, vav_t2;
always @(posedge clk or negedge rstb) begin
   if (~rstb) begin
      y      <= 0;
      hav_t2 <= 0;
      vav_t2 <= 0;
   end
   else begin
      y      <= y_r + y_g + y_b;
      hav_t2 <= hav_t1;
      vav_t2 <= vav_t1;
   end
end
assign o_y   = y[15:8] ;
assign o_hav = hav_t2;
assign o_vav = vav_t2;
endmodule
==> flow/run.sh <==
#!/bin/bash
# OpenROAD 26Q1-2900-gdf79404cd8, Yosys 0.63+post, stock flow scripts
make -C /OpenROAD-flow-scripts/flow DESIGN_CONFIG=/design/flow/config.mk WORK_HOME=/design/flow/orfs finish
==> flow/config.mk <==
export PLATFORM = sky130hd
export DESIGN_NAME = rgb2gray
export DESIGN_NICKNAME = rgb2gray
export VERILOG_FILES = /design/flow/design.v
export SDC_FILE = /design/flow/constraint.sdc
export NUM_CORES = 4
export LEC_CHECK = 1
export CORE_UTILIZATION = 50
==> flow/constraint.sdc <==
current_design rgb2gray

set clk_period 4.6
set clk_io_pct 0.2

create_clock -name clk0 -period $clk_period [get_ports {clk}]

set non_clock_inputs [all_inputs -no_clocks]
set_input_delay [expr $clk_period * $clk_io_pct] -clock clk0 $non_clock_inputs
set_output_delay [expr $clk_period * $clk_io_pct] -clock clk0 [all_outputs]
==> results.tsv <==
metric	value	unit
status	finished, final reports clean	
dp_cells	676	
crit_start	b[2]	
post_dp_cell_area	6260	um2
path_max_fanout	3	
synth_flops	81	
cts_htree_levels	3	
p_per_area	317	nW/um2
edf_count	0	
ir_drop	363	uV
tns	0	ps
first_iter_violations	84	
slew-limit-headroom	0.547	
cap_viol_max_count	0	
dp_hpwl	7590	um
num_antenna_cells	0	
top_usage_layer	met2	
clk-insertion-delay-late	340	ps
async_flop_share	1.00	
clockRootBuffer	clkbuf_16	
numCtsBuffers	9	
vias	3497	
ctsResizeCount	0	
drive_gt1_frac	0.0471	
ys_types	41	
cts_sinks	81	
avgSynthCellArea	11.4	um2
grt-ovfl-total	0	
synth-main-ff-cell	dfrtp_1	
gp_congestion	0.881	
fp_util	0.522	
portBuffers	37	
cts_setup_buffers	0	
hp-start	hav_t1	
period_needed	3590	ps
grt_start_max_net_pins	50	
use_met2	0.302	
layoutNonFillerInstCount	692	
hold_buffers	0	
synth_chip_area	5730	um2
yosys-stat-cells	502	
slew_viol_final	0	
drt_wl_total	9280	um
avgViaCountPerCell	5.05	
synth.cell_area	5730	um2
route.detailed.drc	0	
criticalPathCategory	flip-flop to flip-flop	
synthCells	502	
die_x	109	um
grt_pass1_vias	3615	
core-area	11000	um2
final.period_utilization	0.781	
pin_count	38	
clk_path_buf_depth	2	
p_leak	3.68	nW
crit_path_start_kind	flip-flop	
hold_viol	0	
grt_pass1_wl	16700	um
grtUsageTotal	0.192	
fp-row-count	38	
antenna_left	0	
die-area	11900	um2
area_growth	14.5	%
yosys_warnings	1	
preCtsSetupSlack	1040	ps
wl_per_cell	13.4	um
antenna_found_initial	0	
clk_pin_slew_worst_paths	70	ps
layout_setup_ws	1010	ps
required	4860	ps
grt_util_met3	0.0420	
finalInstanceArea	6560	um2
maxClockFrequency	0.278	GHz
worstSetupEndpointType	flip-flop	
arrival	3860	ps
met1_usage	0.297	
hold_path_class	flip-flop to flip-flop	
fin_skew	13.1	ps
fp.dieH	109	um
dr.pass1.iters	4	
worst_pin_slew	677	ps
setup_viol	0	
timing.rr.start	b[2]	
grt_setup_unrepaired	no	
warnings	28	
report.power.total	2.08	mW
tritoncts	yes	
ys_seq_frac	0.354	
[Yosys cell counts (5+ instances only)]
master	number	area, um2
nor2_1	12	45.0
nand3_1	5	25.0
ha_1	113	1410
xor2_1	13	114
nand2_1	12	45.0
dfrtp_1	81	2030
a21oi_1	23	115
o21bai_1	5	37.5
nor2b_1	6	37.5
o21ai_0	13	65.1
a21o_1	10	75.1
and3_1	25	156
xnor2_1	21	184
nor3_1	8	40.0
fa_1	38	761
inv_1	80	300
[cells by family (layout without fill, tap and decap cells)]
group | after synthesis | in the layout | share of synthesized area
adders and majority gates | 151 | 151 | 0.380
buffers and inverters | 84 | 134 | 0.0550
DFF | 81 | 81 | 0.354
and+or+nand+nor | 78 | 78 | 0.0727
AOI/OAI and AO/OA | 73 | 73 | 0.0852
xor gates and xnor gates | 34 | 34 | 0.0520
muxes | 1 | 1 | 0.00175
[power breakdown]
group          switching, mW  internal, mW
clock                  0.303         0.392
combinational          0.265         0.275
sequential            0.0463         0.798
[layout by cell type (no fill, tap or decap), types with 2 or more instances in the layout]
cell type and n:
nand4_1 2, fa_1 38, o21bai_1 5, nor2b_1 6, o21ai_0 13, a21oi_1 23
dfrtp_1 81, clkbuf_16 9, nand2b_1 2, nor3_1 8, a311oi_2 2, inv_1 80
or2_2 2, a21o_1 10, nand3_1 5, a21boi_0 2, inv_6 4, nor2_1 12
and3_1 25, and2_1 2, clkdlybuf4s50_1 36, nand2_1 12, xnor2_1 21, ha_1 113
o21a_1 4, buf_4 2, xor2_1 13
[routing by layer]
| layer | vias up | share of wire |
|---|---|---|
| li1 | 1783 | - |
| met1 | 1643 | 0.48 |
| met2 | 62 | 0.46 |
| met3 | 9 | 0.044 |
| met4 | 0 | 0.014 |
| met5 | - | 0 |
[worst max-delay path, cell delays in order (launching register included)]
cell and delay (ps):
dfrtp_1 350, inv_1 100, fa_1 550, inv_1 40, ha_1 270, inv_1 50
fa_1 500, inv_1 40, ha_1 330, o21a_1 210, a2111oi_0 610, o31ai_1 150
a21oi_1 200, xnor2_1 130
[area by class of cell]
class,instances,area (um2)
inverter,80,300
sequential,81,2030
multi-input combinational,337,3390
fill,888,4430
tap,140,175
timing repair buffer,38,375
clock buffer,10,239
clock inverter,6,53.8
[path summary, 6_finish.rpt]
path                            to  slack (ps)  cells after the start
max in group asynchronous     g[4]        3150                      2
min reg2reg                 hav_t2         350                      0
min in group asynchronous     r[6]         500                      1
max                        y_b[12]        1010                     13
max reg2reg                y_b[12]        1010                     13
min                         hav_t2         350                      0
[sequential cells by signal, indices dropped and copies added, names as in the netlist]
signal	count
y_g	15
y_r	15
y_b	13
b	8
g	8
r	8
y	8
hav	1
hav_t1	1
hav_t2	1
vav	1
vav_t1	1
vav_t2	1
[through the flow]
| stage | hold WS (ps) | utilization |
|---|---|---|
| 6_report | 349 | 0.597 |
| 4_1_cts | 350 | 0.597 |
| 5_1_grt | 361 | 0.597 |
| 3_3_place_gp | 333 | 0.570 |
| 3_5_place_dp | 335 | 0.570 |
| 2_1_floorplan | 331 | - |
Power figures rest on the tool's default switching activity, not on a simulated workload.
